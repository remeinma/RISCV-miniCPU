===== flow/run.sh =====
#!/bin/bash
# OpenROAD 26Q1-2900-gdf79404cd8, Yosys 0.63+post, stock flow scripts
make -C /OpenROAD-flow-scripts/flow DESIGN_CONFIG=/design/flow/config.mk WORK_HOME=/design/flow/orfs finish

===== flow/constraint.sdc =====
current_design ID

set clk_period 15.8
set clk_io_pct 0.2

create_clock -name clk0 -period $clk_period [get_ports {clk}]

set non_clock_inputs [all_inputs -no_clocks]
set_input_delay [expr $clk_period * $clk_io_pct] -clock clk0 $non_clock_inputs
set_output_delay [expr $clk_period * $clk_io_pct] -clock clk0 [all_outputs]

===== flow/config.mk =====
export PLATFORM = sky130hd
export DESIGN_NAME = ID
export DESIGN_NICKNAME = ID
export VERILOG_FILES = /design/flow/design.v
export SDC_FILE = /design/flow/constraint.sdc
export NUM_CORES = 4
export LEC_CHECK = 1
export CORE_UTILIZATION = 40

===== flow/design.v =====
`timescale 1ns / 1ps
module RF(
    input  wire        clk,
    input  wire        rst,
    input  wire [4:0] rR1,
    output wire  [31:0] rD1,
    input  wire [4:0] rR2,
    output wire  [31:0] rD2,
    input  wire        we,
    input  wire [4:0] wR,
    input  wire [31:0] wD
);
    reg [31:0] rf[31:0];
    wire rst_n = ~rst;
    assign rD1 = rf[rR1];
    assign rD2 = rf[rR2];
    always @(posedge clk or negedge rst_n) begin
        if (~rst_n) begin
            rf[0]  <= 32'b0;
            rf[1]  <= 32'b0;
            rf[2]  <= 32'b0;
            rf[3]  <= 32'b0;
            rf[4]  <= 32'b0;
            rf[5]  <= 32'b0;
            rf[6]  <= 32'b0;
            rf[7]  <= 32'b0;
            rf[8]  <= 32'b0;
            rf[9]  <= 32'b0;
            rf[10] <= 32'b0;
            rf[11] <= 32'b0;
            rf[12] <= 32'b0;
            rf[13] <= 32'b0;
            rf[14] <= 32'b0;
            rf[15] <= 32'b0;
            rf[16] <= 32'b0;
            rf[17] <= 32'b0;
            rf[18] <= 32'b0;
            rf[19] <= 32'b0;
            rf[20] <= 32'b0;
            rf[21] <= 32'b0;
            rf[22] <= 32'b0;
            rf[23] <= 32'b0;
            rf[24] <= 32'b0;
            rf[25] <= 32'b0;
            rf[26] <= 32'b0;
            rf[27] <= 32'b0;
            rf[28] <= 32'b0;
            rf[29] <= 32'b0;
            rf[30] <= 32'b0;
            rf[31] <= 32'b0;
        end else if(we && wR) begin
            rf[wR] <= wD;
        end else begin
            rf[0] <= 32'b0;
        end
    end
endmodule
`timescale 1ns / 1ps
module SEXT(
    input  wire [24:0] imm,
    input  wire [2:0] op,
    output reg [31:0] ext
);
    always @(*) begin
        case (op)
            3'b000: ext = {{20{imm[24]}}, imm[24:13]};
            3'b001: ext = {{20{imm[24]}}, imm[24:18], imm[4:0]};
            3'b011: ext = {imm[24:5], 12'b0};
            3'b010: ext = {{20{imm[24]}},imm[0],imm[23:18],imm[4:1],1'b0};
            3'b100: ext = {{12{imm[24]}}, imm[12:5], imm[13], imm[23:14], 1'b0};
            default: ext = 32'b0;
        endcase
    end
endmodule
`timescale 1ns / 1ps
module ID(
    input  wire        clk      ,
    input  wire        rst    ,
    input  wire [2:0]  sext_op  ,
    input  wire        rf_we    ,
    input  wire [1:0]  rf_wsel   ,
    input  wire [31:0] inst,
    input  wire [31:0] aluc    ,
    input  wire [31:0] DRAM_rdo  ,
    input  wire [31:0] npc_pc4  ,
    output wire [31:0] sext_ext ,
    output wire [31:0] rf_rd1   ,
    output wire [31:0] rf_rd2   ,
    output reg [31:0] rf_wd
    );
    always @ (*) begin
        case (rf_wsel)
            2'b00 : rf_wd = aluc;
            2'b11 : rf_wd = DRAM_rdo;
            2'b10 : rf_wd = npc_pc4;
            2'b01 : rf_wd = sext_ext;
            default  : rf_wd = aluc;
        endcase
    end
    wire [4:0] rR1 = inst[19:15];
    wire [4:0] rR2 = inst[24:20];
    wire [4:0] wR = inst[11:7];
    RF U_RF (
        .clk        (clk),               
        .rst        (rst),               
        .rR1        (rR1),      
        .rD1        (rf_rd1),                
        .rR2        (rR2),      
        .rD2        (rf_rd2),                
        .we         (rf_we),            
        .wR         (wR),       
        .wD         (rf_wd)                  
    );
    wire [24:0] imm = inst[31:7];
    SEXT U_SEXT (
        .op         (sext_op),              
        .imm        (imm),   
        .ext        (sext_ext)               
    );
endmodule

==> impl_metrics.yaml <==
# implementation run metrics
power_and_ir_drop:
  p_clk_share_pct: 36.2
  vdd_drop_max_uv: 98.3
  switching_share_pct: 31.1
  p_switching_mw: 2.28
  power_frac_seq_pct: 49.3
  internal-power_mw: 5.05
  p_leak_nw: 25.8
  pwr-share-comb_pct: 14.5
  power_density_mw_per_mm2: 125
status:
  status: "complete, no violations"
min_path:
  hold_class: "reg2reg"
clock_tree:
  cts_sinks: 1024
  clockBufferDepth: 3
  cts_root_buffer: "clkbuf_16"
  clk_latency_ns: 0.73
  ctsResizeCount: 0
  cts_made_buffers: 109
  cts_tree: "done"
  clk_pin_slew_worst_paths_ns: 0.06
  post_cts_buffers: 0
  cts-hold-fix-buffers: 0
  htree_num_levels: 3
drt:
  drc_errors: 0
  dr.pass1.iters: 9
  wire_per_inst_um: 36.9
  antenna_left: 0
  viasPerCell: 6.80
  num_vias: 50508
  routed_wl_um: 274000
  drt_iter0_drc: 6708
critical_path:
  path_class: "in2out"
  cpMaxStageDelayCell: "nor2_4"
  crit_top_cell: "buf_4"
  critPathCaptureType: "primary output"
  critPathMaxStageDelay_ns: 0.82
  r2r_slack_ns: 15.01
  cp_max_fo: 24
  cp_data_required_time_ns: 12.64
  crit_arrival_ns: 8.00
  worstPathCellList: "clkdlybuf4s50_1 > buf_4 > buf_4 > nand3b_1 > nor2_4 > buf_4 > a22oi_1 > nand4_1 > a2111oi_0 > a21oi_1 > clkdlybuf4s50_1"
  start_kind: "input pin"
logic_synthesis:
  ys_cells: 5662
  ys_top_cells_by_area: "dfrtp_1 (51%), a22oi_1 (13%), o21ai_0 (10%)"
  syn_inst: 5662
  synth-seq-cells: 1024
  netlist_area_mm2: 0.0503
  yosysTopAreaCell: "dfrtp_1"
  syn_avg_cell_area_um2: 8.88
  edf_count: 0
  ys_area_mm2: 0.0503
  flop_cell: "dfrtp_1"
  yosysSeqAreaShare_pct: 51.0
  synthArstFlopShare_pct: 100
  synthesis.yosys.warnings: 4
  synth_top_area_share_pct: 51.0
  ys_types: 59
die:
  fp.dieH_um: 357
  chip_area_mm2: 0.127
  die_x_um: 357
  floorplan.core_util_pct: 40.5
  io_pins: 264
  coreArea_mm2: 0.124
  num_rows: 129
placement:
  place_congestion: 1.04
  numPortBuffers: 256
  dp_hpwl_um: 161000
  dp_slack_ns: 5.15
final_timing:
  setup_violations: 0
  finalCritPeriodShare_pct: 70.6
  fin_ws_ns: 4.64
  relSlewSlack_pct: 12.3
  finalMaxSlewViolations: 0
  skew_ns: 0
  hold_violations: 0
  rsz0062_at_grt: "no"
  period_minus_slack_ns: 11.16
  finalSetupTns_ns: 0
  timing.fmax_mhz: 89.6
  worstMarginPinSlew_ns: 1.31
layout:
  drive_above_1_share_pct: 9.50
  largest_register: "U_RF.rf"
  fin_util_pct: 47.0
  top_regs: "U_RF.rf: 1024 flops"
  fillers: 11619
  largest_register_ffs: 1024
  area_growth_pct: 16.2
grt:
  grt_pass1_wl_um: 378000
  grt_pass1_vias: 48445
  gr-usage-all-layers_pct: 44.8
  grt_max_degree: 118
  grt_overflow_total: 0
  antenna_found_initial: 16
job:
  warnings: 59
  cap_viol_max_count: 0
[per-stage QoR]
stage	total power [mW]	instance area, µm²	instances	hold WS [ns]
5_1_grt	7.59	58400	7410	0.521
3_3_place_gp	4.63	54800	7210	0.484
3_5_place_dp	4.67	54800	7210	0.494
4_1_cts	7.28	58400	7408	0.507
2_1_floorplan	4.09	50300	5662	0.463
6_report	7.33	58400	7427	0.506
[cells in the mapped netlist, types with 22 or more instances]
cell type	count
and2_1	37
nand2_1	1260
nor3_1	63
clkbuf_1	320
mux2i_1	58
clkbuf_2	22
nor2_1	172
a21oi_1	94
dfrtp_1	1024
buf_2	158
a222oi_1	28
nor4_1	31
mux2_2	39
o21ai_0	1014
nand3_1	66
inv_1	40
a22oi_1	858
nand4_1	114
[per-layer routing]
metal | wire, µm | track usage, % | vias up
met5 | 491 | 1.48 | -
met4 | 23700 | 28.2 | 30
met3 | 48000 | 30.2 | 1462
met2 | 108000 | 58.5 | 4347
met1 | 93600 | 54.1 | 24139
li1 | - | - | 20530
[power by group through the flow]
stage	registers, mW	logic, mW	clock network (mW)
4_1_cts	3.59	1.04	2.65
6_report	3.61	1.06	2.65
5_1_grt	3.66	1.18	2.75
[critical path: cells and delay by family]
kind | cells | cell delay, ns
compound gates | 3 | 0.84
buf+inv | 5 | 2.45
simple gates | 3 | 1.51
[layout make-up]
class / instances / area (µm²) / share of cell area, %
Sequential cell: 1024 / 25600 / 43.8
Multi-Input combinational cell: 4053 / 22900 / 39.2
Timing Repair Buffer: 456 / 4080 / 6.98
Clock buffer: 151 / 3050 / 5.21
Tap cell: 1637 / 2050 / 3.50
Clock inverter: 47 / 532 / 0.910
Inverter: 40 / 154 / 0.263
Antenna cell: 19 / 47.5 / 0.0813
[layout by cell type, fill, tap and decap left out, types with 8 or more instances in the layout]
cell             instances
diode_2                 19
o32a_1                  13
nor2_4                  58
clkbuf_1                26
nor2b_1                 17
a222oi_1                28
nand3_1                 58
buf_4                  196
o21ai_0               1006
clkbuf_16              109
clkbuf_8                16
nand2_1               1236
nand3b_1                16
mux2i_1                 58
nand2b_1                14
o21ai_2                  8
clkinv_2                29
inv_1                   39
mux2_2                  39
and2_1                  37
nand4_1                114
bufinv_16               11
a22o_1                  16
a221oi_1                21
a32oi_1                  9
a21o_1                  15
nand2_4                 21
a31oi_1                  9
nor3_1                  59
nand3_4                  8
or3_1                   12
clkdlybuf4s50_1        246
dfrtp_1               1024
nor4_1                  31
a22oi_1                858
a21oi_1                 91
nor2_1                 117
buf_2                    9
[worst paths after layout]
check / start / to / cells after the start
min in group asynchronous: rst / U_RF.rf[30][24] / 2
worst max-delay path: inst[16] / rf_rd1[31] / 11
worst min register to register: U_RF.rf[7][30] / U_RF.rf[7][30] / 2
max in group asynchronous: rst / U_RF.rf[24][6] / 6
worst max register to register: U_RF.rf[12][20] / U_RF.rf[12][20] / 2
worst min-delay path: U_RF.rf[7][30] / U_RF.rf[7][30] / 2
[logic make-up (layout without fill, tap and decap cells)]
family / after synthesis / count (layout) / synth area share, %
adder cells (fa/ha/maj): 1 / 1 / 0.0224
AND-OR/OR-AND: 2110 / 2110 / 26.3
AND/OR/NAND/NOR: 1845 / 1845 / 15.7
other: 0 / 19 / 0
buffers and inverters: 585 / 694 / 5.02
multiplexers: 97 / 97 / 2.03
flip-flops: 1024 / 1024 / 51.0
Power and IR drop assume default switching activity.
