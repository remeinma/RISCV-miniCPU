==> design.v <==
`timescale 1ns / 1ps
module Digital_LEDs(
    input wire        clk,
    input wire        rst,
    input wire [31:0] addr,
    input wire        we,
    input wire [31:0] wdata,
    output reg [ 7:0] dig_en,
    output wire        DN_A,
    output wire        DN_B,
    output wire        DN_C,
    output wire        DN_D,
    output wire        DN_E,
    output wire        DN_F,
    output wire        DN_G,
    output wire        DN_DP
    );
    wire rst_n = ~rst;
    wire [63:0] r;
    reg [31:0] wD;
    always @(posedge clk or negedge rst_n) begin
        if(~rst_n) begin
            wD <= 32'h0;
        end else if(we && addr == 32'hFFFFF000) begin
            wD <= wdata;
        end else begin
            wD <= wD;
        end
    end
    reg clk_1k;
    reg [16:0] cnt;
    reg [3:0] display;
    always @(posedge clk or negedge rst_n) begin
        if(!rst_n)
            cnt <= 0;
        else if(cnt >= 17'd19999)
            cnt <= 0;
        else
            cnt <= cnt + 1'b1;
    end
    always @(posedge clk or negedge rst_n) begin
        if(!rst_n)
            clk_1k <= 0;
        else if(cnt == 17'd19999)
            clk_1k <= 1'b1;
        else
            clk_1k <= 0;
    end
    reg [2:0] num_cnt;
    always @(posedge clk or negedge rst_n) begin
        if(!rst_n)
            num_cnt <= 0;
        else if(clk_1k)
            num_cnt <= num_cnt + 1'b1;
    end
    always @(posedge clk) begin
        case (num_cnt)
            3'h0: dig_en = 8'b11111110;
            3'h1: dig_en = 8'b11111101;
            3'h2: dig_en = 8'b11111011;
            3'h3: dig_en = 8'b11110111;
            3'h4: dig_en = 8'b11101111;
            3'h5: dig_en = 8'b11011111;
            3'h6: dig_en = 8'b10111111;
            3'h7: dig_en = 8'b01111111;
        endcase
    end
    always @(posedge clk) begin
        case (num_cnt)
            3'h7: display = wD[31:28];
            3'h6: display = wD[27:24];
            3'h5: display = wD[23:20];
            3'h4: display = wD[19:16];
            3'h3: display = wD[15:12];
            3'h2: display = wD[11:8];
            3'h1: display = wD[7:4];
            3'h0: display = wD[3:0];
        endcase
    end
    reg [7:0] seg;
    always @(posedge clk) begin
        case (display)
            4'h0: seg = 8'hc0;
            4'h1: seg = 8'hf9;
            4'h2: seg = 8'ha4;
            4'h3: seg = 8'hb0;
            4'h4: seg = 8'h99;
            4'h5: seg = 8'h92;
            4'h6: seg = 8'h82;
            4'h7: seg = 8'hf8;
            4'h8: seg = 8'h80;
            4'h9: seg = 8'h90;
            4'ha: seg = 8'h88;
            4'hb: seg = 8'h83;
            4'hc: seg = 8'hc6;
            4'hd: seg = 8'ha1;
            4'he: seg = 8'h86;
            4'hf: seg = 8'h8e;
        endcase
    end
    assign DN_A = seg[0];
    assign DN_B = seg[1];
    assign DN_C = seg[2];
    assign DN_D = seg[3];
    assign DN_E = seg[4];
    assign DN_F = seg[5];
    assign DN_G = seg[6];
    assign DN_DP = seg[7];
endmodule
==> run.sh <==
#!/bin/bash
# OpenROAD 26Q1-2900-gdf79404cd8, Yosys 0.63+post, stock flow scripts
make -C /OpenROAD-flow-scripts/flow DESIGN_CONFIG=/design/flow/config.mk WORK_HOME=/design/flow/orfs finish
==> config.mk <==
export PLATFORM = sky130hd
export DESIGN_NAME = Digital_LEDs
export DESIGN_NICKNAME = Digital_LEDs
export VERILOG_FILES = /design/flow/design.v
export SDC_FILE = /design/flow/constraint.sdc
export NUM_CORES = 4
export LEC_CHECK = 1
export CORE_UTILIZATION = 40
==> constraint.sdc <==
current_design Digital_LEDs

set clk_period 2.5
set clk_io_pct 0.2

create_clock -name clk0 -period $clk_period [get_ports {clk}]

set non_clock_inputs [all_inputs -no_clocks]
set_input_delay [expr $clk_period * $clk_io_pct] -clock clk0 $non_clock_inputs
set_output_delay [expr $clk_period * $clk_io_pct] -clock clk0 [all_outputs]
==> reports/summary.txt <==
drt first pass iters - 4
# placed instances - 454
setup bufs post-CTS - 0
delay-heaviest family, CP - simple AND/OR/NAND/NOR gates
Worst-Margin Slew - 0.684 ns
fraction of layout cells with a size suffix above 1 - 18.8%
total wire length - 6560 µm
flop-to-flop setup slack - 0.57 ns
n_diodes - 0
Final Cycle Share - 77.1%
Post-synth ARST share - 73.6%
Post-DP Area - 4150 µm²
maximum vdd drop - 0.333 mV
first-pass GRT wire length - 10700 µm
tool warning count - 33
Final Wtd Congestion - 0.838
port bufs - 81
pins over their slew limit - 0
DIE AREA - 8440 µm²
top cells by area - dfrtp_1, mux2_2, dfxtp_1
fin crit period - 1.93 ns
CTS max path bufs - 2
Post-route DRC - 0
CP required - 2.71 ns
Mapped Cells - 278
critical-path cell list - ha_1 -> ha_1 -> or4_1 -> nor2_1 -> a41oi_1
Setup crit end kind - flip-flop
cts repair resizes - 0
Netlist cell types - 42
Final setup viols - 0
ys flops - 72
CTS Sinks - 72
most frequent CP cell - ha_1
Post-synth EDFFs - 0
GRT overflow - 0
ANT nets after route - 0
Setup Skew - 0.0134 ns
overall power - 0.00234 W
initial antenna violation count - 0
hold_buf cts - 0
ys cells - 278
Top-area cell share - 41.0%
cell leakage power - 1.90 nW
Max FO, Critical Path - 8
I/O pin count - 83
Die Ht - 91.9 µm
synthesized area - 3230 µm²
setup TNS - 0 ns
class of the worst hold path - reg2reg
H-tree Lvls - 3
crit-path max cell delay - 0.65 ns
Fmax - 519 MHz
Top FF cell, synth - dfrtp_1
RSZ-0062 raised after global routing - false
Max Cap Viol - 0
CP Data Arrival Time - 2.13 ns
CP startpoint kind - flip-flop
Clk pin slew, worst setup/hold paths - 0.08 ns
vias in the first global route - 2186
DR iter-0 viols - 64
DP HPWL - 4650 µm
Total Routing Usage GR - 16.8%
Mean Syn Cell Area - 11.6 µm²
Core Region - 7770 µm²
Skew-Pair Late Insertion Delay - 0.35 ns
cell taking the most area after synthesis - dfrtp_1
# rows - 32
pwr/cell area - 535 nW/µm²
status - finished, final reports clean
drt wl/cell - 13.9 µm
Num CTS Buffers - 9
design area - 4380 µm²
Bufs and invs on worst path - 0
Chip Area, Yosys - 3230 µm²
die width - 91.9 µm
Yosys Warn Count - 1
slowest CP cell - or4_1
CTS tree - built
Synth Seq Share - 52.8%
crit path kind - reg2reg
fp util - 41.6%
DR vias/cell - 4.90
Clock Root Buffer - clkbuf_8
Post-Layout Cell Count - 470
via count - 2301
Area Overhead vs Synth - 35.4%
Hold Violations, Final - 0
Slew HR - 54.3%
Final WS setup - 0.573 ns
Place WS - 0.288 ns
largest net degree at the start of global routing - 54
flip-flops by register name, summed over array words and instances, names as in the netlist:
name,count
cnt,17
dig_en,8
display,4
wD,32
clk_1k,1
num_cnt,3
seg,7
power by group:
group	total [W]	internal, W	switching, W
combinational	0.000135	0.0000968	0.0000386
sequential	0.00116	0.00116	0.00000159
clock	0.00104	0.000592	0.000449
layer usage:
metal  global-route usage, %  wire [µm]  vias to the layer above
li1                        -          -                     1149
met4                    4.04        143                        0
met3                    3.12        265                       12
met5                       0          0                        -
met1                    26.7       3160                     1080
met2                    24.8       2990                       60
per-stage QoR:
step / utilization (%) / hold slack (ns)
after floorplan: - / 0.443
after global placement: 53.4 / 0.462
after detailed placement: 53.4 / 0.468
after CTS: 56.3 / 0.479
after global routing: 56.3 / 0.509
final: 56.3 / 0.476
cells in the mapped netlist (all sizes together) (2+ instances only):
cell type / n
dfxtp: 19
or4: 2
nor2: 23
a31oi: 4
clkbuf: 5
inv: 10
nor4: 5
nor3: 6
conb: 2
nand4: 6
nand2: 23
o21ai: 7
dfrtp: 53
or3: 4
nor3b: 2
xnor2: 6
a22oi: 7
mux2i: 3
xor2: 5
buf: 7
ha: 12
a21oi: 4
mux2: 44
nand3: 6
cell families after synthesis:
| logic type | Yosys count | share of synthesized area [%] |
|---|---|---|
| flops | 72 | 52.8 |
| xor+xnor | 11 | 2.98 |
| simple gates | 83 | 12.8 |
| mux | 48 | 17.0 |
| fa+ha+maj | 12 | 4.65 |
| buf+inv | 22 | 3.68 |
| other cells | 2 | 0.232 |
| compound gates | 28 | 5.92 |
area by class of cell:
| cell class | count | area, µm² |
|---|---|---|
| fillers | 685 | 3390 |
| flip-flops and latches | 72 | 1710 |
| multi-input cells | 185 | 1410 |
| repair buffers | 85 | 866 |
| clock buffers | 10 | 138 |
| well taps | 102 | 128 |
| clock inverters | 6 | 91.3 |
| inverters | 10 | 37.5 |
final timing paths:
kind / start / to / cells past startpoint
worst max register to register: num_cnt[0]$_DFFE_PP0P_ / display[0]$_DFF_P_ / 5
max in group asynchronous: rst / wD[24]$_DFFE_PP0P_ / 3
worst max-delay path: num_cnt[0]$_DFFE_PP0P_ / display[0]$_DFF_P_ / 5
worst min-delay path: cnt[0]$_DFF_PP0_ / cnt[0]$_DFF_PP0_ / 1
min in group asynchronous: rst / wD[5]$_DFFE_PP0P_ / 3
worst min register to register: cnt[0]$_DFF_PP0_ / cnt[0]$_DFF_PP0_ / 1
layout by cell type (no fill, tap or decap), types with 2 or more instances in the layout:
master	count
a21oi_1	4
a22oi_1	7
a31oi_1	4
buf_12	2
buf_4	2
bufinv_16	2
clkbuf_8	10
clkdlybuf4s50_1	81
clkinvlp_4	3
conb_1	3
dfrtp_1	53
dfxtp_1	19
ha_1	12
inv_1	9
mux2_1	2
mux2_2	42
mux2i_1	3
nand2_1	23
nand3_1	6
nand4_1	5
nor2_1	23
nor3_1	6
nor3b_1	2
nor4_1	5
o21ai_0	7
or3_1	4
xnor2_1	6
xor2_1	5
No activity file was given, so power comes from the tool's default toggle rates.
